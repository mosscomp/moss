--- flow/run.sh ---
#!/bin/bash
# OpenROAD 26Q1-2900-gdf79404cd8, Yosys 0.63+post, stock flow scripts
make -C /OpenROAD-flow-scripts/flow DESIGN_CONFIG=/design/flow/config.mk WORK_HOME=/design/flow/orfs finish
--- flow/config.mk ---
export PLATFORM = sky130hd
export DESIGN_NAME = regfile
export DESIGN_NICKNAME = regfile
export VERILOG_FILES = /design/flow/design.v
export SDC_FILE = /design/flow/constraint.sdc
export NUM_CORES = 4
export LEC_CHECK = 1
export CORE_UTILIZATION = 30
--- flow/constraint.sdc ---
current_design regfile

set clk_period 13.8
set clk_io_pct 0.2

create_clock -name clk0 -period $clk_period [get_ports {clk}]

set non_clock_inputs [all_inputs -no_clocks]
set_input_delay [expr $clk_period * $clk_io_pct] -clock clk0 $non_clock_inputs
set_output_delay [expr $clk_period * $clk_io_pct] -clock clk0 [all_outputs]
--- flow/design.v ---
`timescale 1ns / 1ps
module regfile (
    input clk,
    input write_ctrl,
    input [4:0] rs1,
    input [4:0] rs2,
    input [4:0] rd,
    input [63:0] data,
    output [63:0] rv1,
    output [63:0] rv2
);
  reg [63:0] registers[31:0];
  assign rv1 = registers[rs1];
  assign rv2 = registers[rs2];
  always @(posedge clk) begin
    if (write_ctrl) begin
      registers[rd] <= data;
    end
  end
endmodule
==> results.cfg <==
; synthesis and place-and-route metrics
[critical_path]
cp_common_cell = buf_4
crit_type = in -> out
worstSetupStartpoint = rs1[1]
start_kind = input pin
slowest_stage = a221oi_1
path_max_fanout = 53
crit_path_end_kind = output port
critPathRequiredTime_ns = 11.04
crit_end = rv1[18]
arrival_ns = 7.18
max_stage_delay_ns = 0.75
crit_chain = buf_8, buf_4, buf_4, buf_4, mux4_2, mux2i_1, a22o_1, a221oi_1, buf_4, clkdlybuf4s50_1

[finish]
reg.largest.list = registers x2048
drive_above_1_share_pct = 35.1
finalInstanceArea_mm2 = 0.108
largest_reg_flops = 2048
syn_to_final_growth_pct = 15.1
regMostFlops = registers

[detailed_routing]
route.vias.total = 49800
wl_per_cell_um = 33.1
drc = 0
routed_wl_um = 296000
dr.pass1.iters = 5
final_antenna_net_count = 0
dr.first_iter.drc_count = 3226
avgViaCountPerCell = 5.57

[synth]
ys_cells = 4313
ys_top_cells_by_area = edfxtp_1 (65%), mux4_2 (25%), mux2i_1 (3.9%)
top_cell_area_share_pct = 65.4
ys_top_cells_by_count = edfxtp_1 (2048), mux4_2 (1039), mux2i_1 (362)
most_common_cell = edfxtp_1
yosysUniqueCellTypes = 38
async_flop_share_pct = 0
top_area_cell = edfxtp_1
synth_warnings = 1
synth_cells = 4313
ys.flops = 2048
ff_type = edfxtp_1
yosys.stat.chipArea_mm2 = 0.0941
syn_area_mm2 = 0.0941
seq_area_frac_synth_pct = 65.4
edf_count = 2048
syn_avg_cell_area_um2 = 21.8

[power]
switching_share_pct = 22.5
p_per_area_mw_per_mm2 = 125
peakVddDrop_mv = 0.0999
clkPwrFrac_pct = 39.6
finalPower_mw = 13.6
p_leak_nw = 33.7
intPower_mw = 10.5
combPwrFrac_pct = 9.1
p_switching_mw = 3.05
pwr-share-seq_pct = 51.3

[floorplanning]
die_y_um = 562
coreArea_mm2 = 0.312
fp-utilization_pct = 30.2
die_w_um = 562
io_pins = 209
placementRows = 205
dieArea_mm2 = 0.316

[clocking]
cts_tree = yes
clockBufferDepth = 4
cts_htree_levels = 4
ctsHoldBuffers = 0
post_cts_buffers = 0
clock_sinks = 2048
clk_pin_slew_ns = 0.06
cts_made_buffers = 204
root_buffer = clkbuf_16
ctsResizeCount = 0

[global_routing]
overflow = 0
antenna_found_initial = 14
grt_start_max_net_pins = 90
first_global_vias = 57000
grt_use_total_pct = 20.2
grt_pass1_wl_um = 420000

[worst_hold_path]
hp-class = in -> reg

[job]
drv.max_cap_violation_count = 0
log.warning_count = 26

[final_timing]
fin_crit_ns = 9.94
finalCritPeriodShare_pct = 72.0
setup_tns_ns = 0
worstMarginPinSlew_ns = 1.08
finalHoldViolations = 0
rsz0062_at_grt = no
max-slew-margin-rel_pct = 27.8
maxSlewViolCount = 0
setup_viol = 0
timing.fmax_ghz = 0.101

[place]
portBuffers = 208
place.gp.congestion = 0.855
post-dp-hpwl_um = 171000
placed_cell_area_mm2 = 0.102

[status]
status = complete, no violations
==> cell families (layout without fill, tap and decap cells) <==
family / count (synthesis) / count (layout) / synth area share (%)
buffers and inverters: 348 / 834 / 1.94
AND/OR/NAND/NOR: 184 / 184 / 0.880
AND-OR/OR-AND: 276 / 276 / 2.44
flip-flops: 2048 / 2048 / 65.4
multiplexers: 1457 / 1457 / 29.4
other: 0 / 2 / 0
==> cell type report <==
cell class | instances | area [um^2]
multi-input cells | 1917 | 31100
repair buffers | 472 | 4270
clock buffers | 254 | 5380
fillers | 28600 | 204000
well taps | 4140 | 5180
clock inverters | 107 | 878
flip-flops and latches | 2048 | 61500
diodes | 2 | 5.00
inverters | 1 | 11.3
==> routing by layer <==
layer	GRT usage (%)	vias up	routed length (um)
met2	30.2	3901	138000
met1	20.4	25500	87500
li1	-	19900	-
met3	18.6	533	60200
met5	1.46	-	625
met4	5.03	26	9330
==> stage by stage <==
| step | setup slack (ns) | cells | hold WS (ns) | util (%) |
|---|---|---|---|---|
| CTS | 3.62 | 8939 | 2.66 | 34.7 |
| global route | 3.66 | 8941 | 2.70 | 34.7 |
| detailed placement | 3.64 | 8578 | 3.59 | 32.7 |
| floorplan | 6.68 | 4313 | 2.86 | - |
| global placement | 3.65 | 8578 | 3.59 | 32.7 |
| finish | 3.86 | 8941 | 2.71 | 34.7 |
==> worst min-delay path by stage <==
| stage | startpoint | end | slack, ns | cells past startpoint |
|---|---|---|---|---|
| 4_1_cts | data[25] | registers[27][25]$_DFFE_PP_ | 2.66 | 2 |
| 5_1_grt | data[25] | registers[25][25]$_DFFE_PP_ | 2.70 | 2 |
| 6_report | data[25] | registers[27][25]$_DFFE_PP_ | 2.71 | 2 |
==> worst max-delay path, delay by kind of cell <==
family | cells | cell delay (ns)
AND-OR/OR-AND | 2 | 1.02
buffers and inverters | 6 | 2.79
multiplexers | 2 | 0.42
==> power by group through the flow <==
stage / Combinational (mW) / Clock (mW) / Sequential (mW)
5_1_grt: 1.32 / 5.70 / 6.95
6_report: 1.23 / 5.37 / 6.95
4_1_cts: 1.25 / 5.46 / 6.95
==> cells in the final DEF, fill, tap and decap left out, types with 36 or more instances in the layout <==
| master | netlist | layout |
|---|---|---|
| a221oi_1 | 93 | 93 |
| a32o_1 | 38 | 38 |
| buf_4 | 75 | 252 |
| clkbuf_1 | 92 | 46 |
| clkbuf_16 | 0 | 208 |
| clkdlybuf4s50_1 | 0 | 198 |
| clkinv_1 | 1 | 49 |
| clkinv_2 | 0 | 36 |
| edfxtp_1 | 2048 | 2048 |
| mux2_2 | 56 | 56 |
| mux2i_1 | 362 | 362 |
| mux4_2 | 1039 | 1039 |
| nand2_1 | 87 | 87 |
| o22ai_1 | 38 | 38 |
Power is estimated from default activity; no workload was simulated.
