--- flow/design.v ---
`timescale 1ns / 1ps
module top (
    input clk,
    input uart_txd_in,
    output uart_rxd_out,
    output [1:0] led
);
  wire [7:0] data;
  wire send;
  uart_rx uart_rx (
      .clk(clk),
      .in(uart_txd_in),
      .notif(led[0]),
      .data(data),
      .send(send)
  );
  uart_tx uart_tx (
      .clk  (clk),
      .send (send),
      .data (data),
      .notif(led[1]),
      .out  (uart_rxd_out)
  );
endmodule
`timescale 1ns / 1ps
module uart_rx (
    input clk,
    input in,
    output reg notif,
    output reg [7:0] data,
    output reg send
);
  reg [2:0] state;
  localparam S_IDLE = 3'b000;
  localparam S_START_BIT = 3'b001;
  localparam S_DATA_BIT = 3'b010;
  localparam S_STOP_BIT = 3'b011;
  localparam S_CLEANUP = 3'b100;
  parameter CYCLES = 10416;
  integer clock_count = 0;
  integer bit_index = 7;
  always @(posedge clk) begin
    case (state)
      S_IDLE: begin
        notif <= 1'b0;
        send  <= 1'b0;
        if (in == 1'b0) begin
          state <= S_START_BIT;
        end else begin
          state <= S_IDLE;
        end
      end
      S_START_BIT: begin
        notif <= 1'b1;
        send  <= 1'b0;
        if (clock_count < (CYCLES - 1 / 2)) begin
          clock_count <= clock_count + 1;
          state <= S_START_BIT;
        end else begin
          clock_count <= 0;
          state <= S_DATA_BIT;
        end
      end
      S_DATA_BIT: begin
        notif <= 1'b1;
        send <= 1'b0;
        data[bit_index] <= in;
        if (clock_count < CYCLES - 1) begin
          clock_count <= clock_count + 1;
          state <= S_DATA_BIT;
        end else begin
          clock_count <= 0;
          if (bit_index > 0) begin
            bit_index <= bit_index - 1;
            state <= S_DATA_BIT;
          end else begin
            bit_index <= 7;
            state <= S_STOP_BIT;
          end
        end
      end
      S_STOP_BIT: begin
        notif <= 1'b1;
        send  <= 1'b0;
        if (clock_count < CYCLES - 1) begin
          clock_count <= clock_count + 1;
          state <= S_STOP_BIT;
        end else begin
          clock_count <= 0;
          state <= S_CLEANUP;
        end
      end
      S_CLEANUP: begin
        notif <= 1'b1;
        send  <= 1'b1;
        state <= S_IDLE;
      end
      default: state <= S_IDLE;
    endcase
  end
endmodule
`timescale 1ns / 1ps
module uart_tx (
    input clk,
    input send,
    input [7:0] data,
    output reg notif,
    output reg out
);
  reg [2:0] state;
  localparam S_IDLE = 3'b000;
  localparam S_START_BIT = 3'b001;
  localparam S_DATA_BIT = 3'b010;
  localparam S_STOP_BIT = 3'b011;
  localparam S_CLEANUP = 3'b100;
  parameter CYCLES = 10416;
  integer clock_count = 0;
  integer bit_index = 0;
  always @(posedge clk) begin
    case (state)
      S_IDLE: begin
        notif <= 1'b0;
        out   <= 1'b1;
        if (send == 1'b1) begin
          clock_count <= 0;
          state <= S_START_BIT;
        end else begin
          state <= S_IDLE;
        end
      end
      S_START_BIT: begin
        notif <= 1'b1;
        out   <= 1'b0;
        if (clock_count < CYCLES - 1) begin
          clock_count <= clock_count + 1;
          state <= S_START_BIT;
        end else begin
          clock_count <= 0;
          state <= S_DATA_BIT;
        end
      end
      S_DATA_BIT: begin
        notif <= 1'b1;
        out   <= data[bit_index];
        if (clock_count < CYCLES - 1) begin
          clock_count <= clock_count + 1;
          state <= S_DATA_BIT;
        end else begin
          clock_count <= 0;
          if (bit_index > 7) begin
            bit_index <= bit_index + 1;
            state <= S_DATA_BIT;
          end else begin
            bit_index <= 0;
            state <= S_STOP_BIT;
          end
        end
      end
      S_STOP_BIT: begin
        notif <= 1'b1;
        out   <= 1'b1;
        if (clock_count < CYCLES - 1) begin
          clock_count <= clock_count + 1;
          state <= S_STOP_BIT;
        end else begin
          clock_count <= 0;
          state <= S_CLEANUP;
        end
      end
      S_CLEANUP: begin
        notif <= 1'b1;
        out   <= 1'b1;
        state <= S_IDLE;
      end
      default: state <= S_IDLE;
    endcase
  end
endmodule
--- flow/run.sh ---
#!/bin/bash
# OpenROAD 26Q1-2900-gdf79404cd8, Yosys 0.63+post, stock flow scripts
make -C /OpenROAD-flow-scripts/flow DESIGN_CONFIG=/design/flow/config.mk WORK_HOME=/design/flow/orfs finish
--- flow/config.mk ---
export PLATFORM = sky130hd
export DESIGN_NAME = top
export DESIGN_NICKNAME = top
export VERILOG_FILES = /design/flow/design.v
export SDC_FILE = /design/flow/constraint.sdc
export NUM_CORES = 4
export LEC_CHECK = 1
export CORE_UTILIZATION = 40
--- flow/constraint.sdc ---
current_design top

set clk_period 14.0
set clk_io_pct 0.2

create_clock -name clk0 -period $clk_period [get_ports {clk}]

set non_clock_inputs [all_inputs -no_clocks]
set_input_delay [expr $clk_period * $clk_io_pct] -clock clk0 $non_clock_inputs
set_output_delay [expr $clk_period * $clk_io_pct] -clock clk0 [all_outputs]
==> CHANGELOG.md <==
## Implementation

* Die Area at roughly 0.023 mm²
* Combinational share of power at 0.201
* DP HPWL at about 11000 µm
* Post-layout min period at 4.41 ns
* Row cnt at 54
* Final tally of max-slew violations at 0
* Sequential share of power at 0.487
* Die Ht at ~150 µm
* Final Core Density at 0.446
* Final setup violation count at 0
* Slowest-stage cell, CP: or4_1
* IO Port Bufs at 4
* Mapped cell area at slightly below 0.009 mm²
* Remaining DRCs at 0
* Clock latency (worst-skew pair) at 0.42 ns
* Switching Share at 0.310
* RSZ-0062 raised after global routing: no
* Crit path DAT at 4.56 ns
* Root Driver: clkbuf_16
* Leak at 3.19 nW
* Clock group share of total power at 0.312
* Synth Area in Simple Gates at 0.262
* Final cell count without fillers at 1175
* Metal-1 WL at between 8000 and 9000 µm
* Fmax at 227 MHz
* Aoi share at 0.0645
* Fp_density at 0.407
* Critical path class: reg2reg
* Post-Synth XOR/XNOR Area at 0.121
* Worst hold margin at 0.533 ns
* Clock Pin Slew Worst Setup and Hold Paths at 0.06 ns
* Hold-fix buffers, CTS at 0
* Vias in the first global route at slightly below 6000
* Internal cell power at 1.01 mW
* Pwr Density at 151 mW/mm²
* Post-CTS Setup Bufs at 0
* Startpoint types: flip-flop
* Met3 WL at 554 µm
* All-Layer GR Usage at 0.159
* Status: completed
* Diodes inserted at 0
* Initial antenna violation count at 0
* Initial DRT Pass Iterations at 4
* Commonest flop: edfxtp_1
* YS chip area at around 0.009 mm²
* Post-synth ARST share at 0
* Proportion of layout cells with a drive suffix above 1 at 0.0626
* Setup TNS at 0 ns
* GRT overflow at 0
* Slew headroom at 0.503
* Met2 WL at 7150 µm
* Synth flops at about 150
* Die x size at 151 µm
* Max Cap Viol at 0
* Count of warnings emitted by yosys at 2
* EDFF count, synth at 140
* Vias/cell at 5.31
* Count of tool warnings at 26
* Core Footprint at 0.0218 mm²
* Syn_area_per_cell at 9.81 µm²
* MUX share of area at 0.0212
* DP Cell Count at 1145
* Num Clock Sinks at 146
* CP cell instances: inv_1 > ha_1 > nor4b_1 > nand4_1 > or4_1 > ha_1 > and2_1 > mux2i_1 > a2111oi_0 > and4_1 > nand4_1 > mux2_1
* Boundary pin count at 5
* Final WL at ~17000 µm
* Area grow syn2layout at 9.56%
* Sw power at between 400 and 500 µW
* Pin count of the biggest net entering global routing at 33
* Adder share at 0.00847
* Cells in synth_stat.txt at ~900
* Hold Fails Final Rpt at 0
* TritonCTS Buffers at 17
* Worst-path fanout max at 12
* CP required at 14.16 ns
* Clk buf depth at 2
* Routed len/inst at between 10 and 15 µm
* Maximum vdd drop at 72.1 µV
* CP endpoint kind: flip-flop
* TritonCTS clock tree: built
* GP Congestion at roughly 0.84
* PostCTS Resize Cnt at 0
* Min-Delay Path Class: reg2reg
* # H-tree levels at 4
* Final ANT Viol Nets at 0
* Max layer used: met4
* Clock skew at about 0.013 ns
* Cycle use final at 0.315
* Max stage delay on crit path at between 0.5 and 0.6 ns
* Via count at ~6200
* Syn Inst Count at between 900 and 1000
* Largest combinational cell category by area: simple AND/OR/NAND/NOR gates
* Synth Seq Share at 0.488
* Worst slew pin tran at 0.740 ns
* Number of distinct library cells after synthesis at 63
* Drt initial violations at 338
* First-pass GRT wire length at ~28000 µm
per-layer routing:
metal	vias to the layer above	track usage
met2	100	0.231
met3	8	0.0313
li1	3233	-
met4	0	0.0150
met1	2901	0.268
met5	-	0
final timing paths:
check / from / to / slack, ns / depth (start not counted)
setup / recovery: uart_rx.bit_index[0]$_SDFFCE_PN1P_ / uart_rx.data[5]$_DFFE_PP_ / 9.59 / 12
hold / removal: uart_tx.state[2]$_DFF_P_ / uart_tx.state[1]$_DFF_P_ / 0.53 / 1
setup reg to reg: uart_rx.bit_index[0]$_SDFFCE_PN1P_ / uart_rx.data[5]$_DFFE_PP_ / 9.59 / 12
hold reg to reg: uart_tx.state[2]$_DFF_P_ / uart_tx.state[1]$_DFF_P_ / 0.53 / 1
flip-flops by register name, indices dropped and copies added, names as in the netlist:
| name | count |
|---|---|
| uart_rx.bit_index | 32 |
| uart_rx.clock_count | 32 |
| uart_tx.bit_index | 32 |
| uart_tx.clock_count | 32 |
| uart_rx.data | 8 |
| uart_rx.state | 3 |
| uart_tx.state | 3 |
| uart_rx.notif | 1 |
| uart_rx.send | 1 |
| uart_tx.notif | 1 |
| uart_tx.out | 1 |
kinds of logic (layout without fill, tap and decap cells):
| group | Yosys count | after routing |
|---|---|---|
| and+or+nand+nor | 455 | 455 |
| DFF | 146 | 146 |
| xor gates and xnor gates | 122 | 122 |
| AOI/OAI and AO/OA | 83 | 83 |
| buffers and inverters | 76 | 68 |
| muxes | 15 | 15 |
| adders and majority gates | 6 | 6 |
cells in the mapped netlist, drive strengths merged (3+ instances only):
library cell	number	area [µm²]
a21boi	7	52.6
or2	4	25.0
or4	11	86.3
mux2	10	113
a21oi	18	90.1
nor3b	4	30.0
nand2	64	240
nor4	33	228
o21ai	19	95.1
o31ai	5	37.5
nand4	38	238
mux2i	3	30.0
buf	11	72.6
edfxtp	140	4200
nor2b	15	93.8
and2	21	131
nor2	140	526
dfxtp	6	120
nand2b	3	18.8
or3	15	93.8
and4	8	70.1
a31oi	3	18.8
and3	18	113
xnor2	56	490
a2111oi	3	26.3
nand3	48	240
clkbuf	42	158
o21a	5	45.0
xor2	66	578
ha	6	75.1
inv	23	86.3
nor3	27	135
cell usage in the layout, fill, tap and decap left out, types with 3 or more instances in the layout:
cell / synthesis / routed
nand2_1: 64 / 64
nand2b_1: 3 / 3
a31oi_1: 3 / 3
nor2b_1: 15 / 15
nor2_1: 140 / 137
xor2_1: 66 / 66
and2_1: 21 / 21
nor3_1: 27 / 27
clkinvlp_4: 0 / 4
a21boi_0: 7 / 7
bufinv_16: 0 / 3
o21a_1: 4 / 4
edfxtp_1: 140 / 140
or3_1: 15 / 15
and4_1: 8 / 8
xnor2_1: 56 / 56
dfxtp_1: 6 / 6
o31ai_1: 5 / 5
o21ai_0: 18 / 18
ha_1: 6 / 6
mux2_1: 8 / 8
inv_1: 23 / 23
nor2_2: 0 / 3
nand4_1: 38 / 38
a21oi_1: 18 / 18
and3_1: 18 / 18
or4_1: 10 / 10
nor3b_1: 4 / 3
a2111oi_0: 3 / 3
mux2i_1: 3 / 3
clkdlybuf4s50_1: 0 / 4
buf_4: 3 / 11
nor4_1: 31 / 31
clkbuf_16: 0 / 17
nand3_1: 48 / 48
power by group through the flow:
stage / Clock (mW) / Sequential (mW) / Combinational [mW]
after global routing: 0.485 / 0.730 / 0.335
after CTS: 0.467 / 0.712 / 0.299
final: 0.456 / 0.713 / 0.295
critical path: cells and delay by family, from the launching register on:
family | cells | cell delay (ns)
DFF | 1 | 0.52
AOI/OAI and AO/OA | 1 | 0.33
buffers and inverters | 1 | 0.19
and+or+nand+nor | 6 | 1.92
adders and majority gates | 2 | 0.78
muxes | 2 | 0.41
cell type report:
cell class | instances | area (µm²)
clock buffers | 18 | 429
clock inverters | 12 | 159
fillers | 1992 | 12000
inverters | 23 | 86.3
multi-input cells | 681 | 4240
flip-flops and latches | 146 | 4320
well taps | 280 | 350
repair buffers | 15 | 123
stage by stage:
step / power (mW) / setup slack, ns / instance area [µm²]
final: 1.46 / 9.59 / 9710
after global routing: 1.55 / 9.31 / 9710
after CTS: 1.48 / 9.62 / 9710
after detailed placement: 1.02 / 9.66 / 9120
after global placement: 1.01 / 9.79 / 9120
after floorplan: 0.935 / 9.63 / 8860
Power figures rest on the tool's default switching activity, not on a simulated workload.
