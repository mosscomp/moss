[flow/design.v]
`timescale 1ns / 1ps
module alu (
    input [1:0] op,
    input [63:0] arg1,
    arg2,
    output reg [63:0] result
);
  localparam OP_AND = 2'b00;
  localparam OP_OR = 2'b01;
  localparam OP_ADD = 2'b10;
  localparam OP_SUB = 2'b11;
  always @(op, arg1, arg2) begin
    case (op)
      OP_AND: begin
        result = arg1 & arg2;
      end
      OP_OR: begin
        result = arg1 | arg2;
      end
      OP_ADD: begin
        result = arg1 + arg2;
      end
      OP_SUB: begin
        result = arg1 - arg2;
      end
    endcase
  end
endmodule
[flow/run.sh]
#!/bin/bash
# OpenROAD 26Q1-2900-gdf79404cd8, Yosys 0.63+post, stock flow scripts
make -C /OpenROAD-flow-scripts/flow DESIGN_CONFIG=/design/flow/config.mk WORK_HOME=/design/flow/orfs finish
[flow/config.mk]
export PLATFORM = sky130hd
export DESIGN_NAME = alu
export DESIGN_NICKNAME = alu
export VERILOG_FILES = /design/flow/design.v
export SDC_FILE = /design/flow/constraint.sdc
export NUM_CORES = 4
export LEC_CHECK = 1
export CORE_UTILIZATION = 30
[flow/constraint.sdc]
current_design alu

set clk_period 32.4
set clk_io_pct 0.2

create_clock -name clk0 -period $clk_period

set non_clock_inputs [all_inputs -no_clocks]
set_input_delay [expr $clk_period * $clk_io_pct] -clock clk0 $non_clock_inputs
set_output_delay [expr $clk_period * $clk_io_pct] -clock clk0 [all_outputs]
==> run notes <==
Implementation results. Post-route period utilization is reported as 58.9%. Final tally of setup violations landed at 0. The flow ran to the end, and the final reports show no timing, DRC or antenna violations. Setup repair after global routing left no endpoint under its margin. Worst setup timing slack at the placement stage landed at 13420 ps. Initial antenna violation count landed at 0.

Wire length per cell after detailed routing landed at between 15 and 20 um. Number of pins with negative max-slew slack in the final report landed at 0. Area inside the core boundary landed at 0.0211 mm^2. The worst hold path passes through 6 cells. For this run, the slowest stage of the critical path takes roughly 610 ps. Final routed wirelength across all metal layers landed at between 20 and 25 mm. Starting density of the core landed at a little under a third. Worst hold slack landed at approximately 14000 ps. For this design, the slowest cell found on the critical path is sky130_fd_sc_hd__nor3_1. For the finished layout, the period the worst path requires is between 15000 and 20000 ps. Area added between synthesis and finish landed at 33.0%. Checking max transition, the worst relative margin is about 52%. Post-CTS setup repair buffer count landed at 0.

Count of antenna diodes in the layout landed at 0. Peak clock frequency supported by timing landed at 52.4 MHz. Power share of the combinational group landed at approximately 100%.

Global route total overflow landed at 0. Global-route wire length before repair landed at ~35 mm. Number of maximum-capacitance violations landed at 0. Share of total power consumed by net switching landed at about half. Per-cell via count in the routed design landed at around 5.3. Transition at the pin with the smallest max-transition slack landed at a little over 700 ps. Endpoint arrival time on the critical path landed at between 10000 and 15000 ps. The endpoint of the worst hold path is reported as result[1]. In the final layout, the share of cells above drive strength 1 is 4.24%. The worst setup path is launched from an input pin. Share of the synthesized area in the top cell type landed at 12.8%. According to the hold report, the worst path is of the in2out type. Power per standard cell area landed at about 23 mW/mm^2. For reference, the critical path cell chain is clkdlybuf4s50_1, or4_4, nor4_2, inv_2, nor4_4, nand2_2, nor3_1, a21oi_1, xnor2_1, ha_1, nand2_1, o21ai_0, a31oi_1, o31ai_1, or2b_1, a2111oi_4, o211ai_2, a31oi_2, xnor2_1, nor4_2, a2111oi_2, clkdlybuf4s50_1. Routability-driven placement congestion ratio landed at 0.915. Quantity of I/O buffers inserted on ports landed at 194. The layout has 0 clock buffers.

Number of warnings issued by yosys landed at 1. Synthesized chip area reported by yosys landed at approximately 0.0065 mm^2. According to the floorplan log, the row count is approximately 53.

The vertical die dimension reported for this design is about 150 um. The overall die size recorded for this design is 0.0221 mm^2. The internal portion of the total power is around 0.097 mW. Largest net degree at the start of global routing landed at 63. Half-perimeter wire length after placement landed at approximately 18 mm. The share of total power dissipated in the clock network is 0%. Summing every instance area after synthesis gives roughly 0.0065 mm^2. Once layout is complete, the utilization of the core stands at 40.7%.

Share of total power in sequential cells landed at 0%. Number of global-route vias before repair landed at approximately 6900. Among cell families on the critical path, the largest total delay comes from simple AND/OR/NAND/NOR gates.

Number of I/O pins landed at 194. Via count landed at just over 7000. Summed over all cells, the static leakage comes to roughly 3.3 nW. Remaining number of nets flagged by the antenna check after routing landed at 0. DRC violation count after routing landed at 0.

Accumulated negative setup slack landed at 0 ps. Dividing the synthesized area by the synthesized cell count gives a little under 7 um^2. Looking at the VDD voltage map, the peak drop is roughly 9.4 uV. Post-synthesis cell type count landed at between 80 and 90. Total global routing track utilization landed at around a fifth. In the setup report, the worst path falls into the class in2out. The worst setup path is captured at an output pin. Sequential element share of the synthesized area landed at 0%. Peak fanout along the critical path landed at 6. Area taken by flip-flops and latches landed at 0 um^2. The synthesized design spends more area on one cell type than any other, namely sky130_fd_sc_hd__ha_1.

There are 0 flip-flops and latches. Count of instances resized after the clock tree is built landed at 0. In the Yosys report the total cell count is between 900 and 1000. Looking at hold timing, the worst path starts from arg1[1]. Required arrival time at the worst endpoint landed at ~26000 ps. For this block, the initial DRC count from the detailed router was a little under 300. Worst-case setup margin in the final layout landed at ~13000 ps. For this run, the detailed router's first-pass iteration total came to 5. Measured along the x axis, the die boundary spans between 100 and 150 um. For this design, the CTS-stage hold fixing added 0 buffers. The final timing report lists a hold violation count of 0. Number of warnings in the stage logs landed at 34. Critical path buffer and inverter count landed at 3. Number of standard cells after synthesis landed at between 900 and 1000. By area the synthesized netlist is led by sky130_fd_sc_hd__ha_1 13%, sky130_fd_sc_hd__maj3_1 9.3%, sky130_fd_sc_hd__xor2_1 8.7%. Net switching power landed at 0.0978 mW.
==> power by group through the flow <==
| stage | Sequential [mW] | Combinational [mW] | Clock [mW] |
|---|---|---|---|
| 6_report | 0 | 0.195 | 0 |
| 5_1_grt | 0 | 0.216 | 0 |
| 4_1_cts | 0 | 0.196 | 0 |
==> how the worst max path moves through the flow <==
stage	startpoint	endpoint	slack (ps)	depth (start not counted)
4_1_cts	arg2[3]	result[63]	13400	21
6_report	arg2[28]	result[63]	13320	22
5_1_grt	arg2[28]	result[63]	12870	21
==> routing by layer <==
layer,GRT usage (%),wire length (um),up-vias
li1,-,-,3834
met1,28.1,10600,3252
met2,32.8,10000,183
met3,1.28,1010,0
met4,0.464,0,0
met5,0,0,-
==> layout by cell type (no fill, tap or decap), types with 3 or more instances in the layout <==
| cell type | synthesis | final |
|---|---|---|
| sky130_fd_sc_hd__and3_1 | 12 | 12 |
| sky130_fd_sc_hd__ha_1 | 66 | 66 |
| sky130_fd_sc_hd__a211oi_2 | 3 | 3 |
| sky130_fd_sc_hd__buf_4 | 0 | 6 |
| sky130_fd_sc_hd__maj3_1 | 60 | 60 |
| sky130_fd_sc_hd__a21o_1 | 36 | 36 |
| sky130_fd_sc_hd__o21a_1 | 4 | 4 |
| sky130_fd_sc_hd__o31ai_1 | 16 | 16 |
| sky130_fd_sc_hd__nor4_1 | 5 | 5 |
| sky130_fd_sc_hd__xnor2_1 | 51 | 51 |
| sky130_fd_sc_hd__a21boi_0 | 3 | 3 |
| sky130_fd_sc_hd__nor2_1 | 57 | 56 |
| sky130_fd_sc_hd__nand2_1 | 122 | 122 |
| sky130_fd_sc_hd__o41ai_1 | 6 | 6 |
| sky130_fd_sc_hd__and2_1 | 3 | 3 |
| sky130_fd_sc_hd__o311ai_0 | 3 | 3 |
| sky130_fd_sc_hd__nand2b_1 | 6 | 6 |
| sky130_fd_sc_hd__nand3_1 | 17 | 17 |
| sky130_fd_sc_hd__inv_1 | 28 | 27 |
| sky130_fd_sc_hd__o21bai_1 | 7 | 7 |
| sky130_fd_sc_hd__clkdlybuf4s50_1 | 0 | 193 |
| sky130_fd_sc_hd__a31oi_1 | 13 | 13 |
| sky130_fd_sc_hd__o21ai_1 | 12 | 12 |
| sky130_fd_sc_hd__o21ai_0 | 94 | 94 |
| sky130_fd_sc_hd__a211oi_1 | 4 | 4 |
| sky130_fd_sc_hd__nand2_2 | 3 | 3 |
| sky130_fd_sc_hd__nand4_1 | 17 | 17 |
| sky130_fd_sc_hd__nor2b_1 | 8 | 8 |
| sky130_fd_sc_hd__xor2_1 | 64 | 64 |
| sky130_fd_sc_hd__a21oi_1 | 99 | 99 |
| sky130_fd_sc_hd__o211ai_1 | 3 | 3 |
| sky130_fd_sc_hd__nor3_1 | 19 | 19 |
| sky130_fd_sc_hd__or3_1 | 6 | 6 |
| sky130_fd_sc_hd__nor4_2 | 4 | 4 |
==> cells in the mapped netlist, drive strengths merged (12+ instances only) <==
cell / number
nand2: 125
o21ai: 108
a21oi: 100
ha: 66
xor2: 64
maj3: 60
nor2: 59
xnor2: 51
a21o: 36
clkbuf: 35
inv: 30
nor3: 19
nand3: 18
nand4: 18
o31ai: 18
a31oi: 15
buf: 13
and3: 12
==> cell families (layout without fill, tap and decap cells) <==
kind of cell	count (synthesis)	after routing	synth area share (%)
xor gates and xnor gates	115	115	15.6
adders and majority gates	127	127	22.4
buffers and inverters	78	230	4.84
and+or+nand+nor	303	303	24.0
AOI/OAI and AO/OA	334	334	33.2
==> through the flow <==
stage	cell area, um^2	cells	power, mW
2_1_floorplan	6460	957	0.115
3_3_place_gp	8590	1384	0.195
3_5_place_dp	8590	1384	0.194
4_1_cts	8590	1384	0.196
5_1_grt	8590	1384	0.216
6_report	8590	1384	0.195
==> final cells by class <==
cell class,count,area (um^2)
timing repair buffer,200,1980
multi-input combinational,879,6150
tap,275,344
fill,2194,12500
inverter,30,114
Power figures rest on the tool's default switching activity, not on a simulated workload.
